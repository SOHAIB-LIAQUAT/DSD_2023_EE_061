--- design/flow/design.v ---
`timescale 1ns / 10 ps
module lab5_seven_seg_behavioral(
    input  logic [3:0] num,
    input  logic [2:0] sel,
    output logic seg_a,
    output logic seg_b,
    output logic seg_c,
    output logic seg_d,
    output logic seg_e,   
    output logic seg_f,
    output logic seg_g,
    output logic seg_no_0,
    output logic seg_no_1,
    output logic seg_no_2,
    output logic seg_no_3,
    output logic seg_no_4,
    output logic seg_no_5,
    output logic seg_no_6,
    output logic seg_no_7
    );
always_comb begin
    case (num)
        4'b0000: {seg_a, seg_b, seg_c, seg_d, seg_e, seg_f, seg_g} = 7'b0000001;
        4'b0001: {seg_a, seg_b, seg_c, seg_d, seg_e, seg_f, seg_g} = 7'b1001111;
        4'b0010: {seg_a, seg_b, seg_c, seg_d, seg_e, seg_f, seg_g} = 7'b0010010;
        4'b0011: {seg_a, seg_b, seg_c, seg_d, seg_e, seg_f, seg_g} = 7'b0000110;
        4'b0100: {seg_a, seg_b, seg_c, seg_d, seg_e, seg_f, seg_g} = 7'b1001100;
        4'b0101: {seg_a, seg_b, seg_c, seg_d, seg_e, seg_f, seg_g} = 7'b0100100;
        4'b0110: {seg_a, seg_b, seg_c, seg_d, seg_e, seg_f, seg_g} = 7'b0100000;
        4'b0111: {seg_a, seg_b, seg_c, seg_d, seg_e, seg_f, seg_g} = 7'b0001111;
        4'b1000: {seg_a, seg_b, seg_c, seg_d, seg_e, seg_f, seg_g} = 7'b0000000;
        4'b1001: {seg_a, seg_b, seg_c, seg_d, seg_e, seg_f, seg_g} = 7'b0000100;
        4'b1010: {seg_a, seg_b, seg_c, seg_d, seg_e, seg_f, seg_g} = 7'b0001000;
        4'b1011: {seg_a, seg_b, seg_c, seg_d, seg_e, seg_f, seg_g} = 7'b1100000;
        4'b1100: {seg_a, seg_b, seg_c, seg_d, seg_e, seg_f, seg_g} = 7'b0110001;
        4'b1101: {seg_a, seg_b, seg_c, seg_d, seg_e, seg_f, seg_g} = 7'b1000010;
        4'b1110: {seg_a, seg_b, seg_c, seg_d, seg_e, seg_f, seg_g} = 7'b0110000;
        4'b1111: {seg_a, seg_b, seg_c, seg_d, seg_e, seg_f, seg_g} = 7'b0111000;
        default: {seg_a, seg_b, seg_c, seg_d, seg_e, seg_f, seg_g} = 7'b1111111;  
    endcase
end
always_comb begin
    case (sel)
        3'b000: {seg_no_0, seg_no_1, seg_no_2, seg_no_3, seg_no_4, seg_no_5, seg_no_6, seg_no_7} = 8'b01111111;
        3'b001: {seg_no_0, seg_no_1, seg_no_2, seg_no_3, seg_no_4, seg_no_5, seg_no_6, seg_no_7} = 8'b10111111;
        3'b010: {seg_no_0, seg_no_1, seg_no_2, seg_no_3, seg_no_4, seg_no_5, seg_no_6, seg_no_7} = 8'b11011111;
        3'b011: {seg_no_0, seg_no_1, seg_no_2, seg_no_3, seg_no_4, seg_no_5, seg_no_6, seg_no_7} = 8'b11101111;
        3'b100: {seg_no_0, seg_no_1, seg_no_2, seg_no_3, seg_no_4, seg_no_5, seg_no_6, seg_no_7} = 8'b11110111;
        3'b101: {seg_no_0, seg_no_1, seg_no_2, seg_no_3, seg_no_4, seg_no_5, seg_no_6, seg_no_7} = 8'b11111011;
        3'b110: {seg_no_0, seg_no_1, seg_no_2, seg_no_3, seg_no_4, seg_no_5, seg_no_6, seg_no_7} = 8'b11111101;
        3'b111: {seg_no_0, seg_no_1, seg_no_2, seg_no_3, seg_no_4, seg_no_5, seg_no_6, seg_no_7} = 8'b01111110;
        default:{seg_no_0, seg_no_1, seg_no_2, seg_no_3, seg_no_4, seg_no_5, seg_no_6, seg_no_7} = 8'b11111111;  
    endcase
end
endmodule
--- design/flow/run.sh ---
#!/bin/bash
# OpenROAD 26Q1-2900-gdf79404cd8, Yosys 0.63+post, stock flow scripts
make -C /OpenROAD-flow-scripts/flow DESIGN_CONFIG=/design/flow/config.mk WORK_HOME=/design/flow/orfs finish
--- design/flow/config.mk ---
export PLATFORM = sky130hd
export DESIGN_NAME = lab5_seven_seg_behavioral
export DESIGN_NICKNAME = lab5_seven_seg_behavioral
export VERILOG_FILES = /design/flow/design.v
export SDC_FILE = /design/flow/constraint.sdc
export NUM_CORES = 4
export LEC_CHECK = 1
export CORE_AREA = 10 10 70 70
export DIE_AREA = 0 0 80 80
--- design/flow/constraint.sdc ---
current_design lab5_seven_seg_behavioral

set clk_period 1.4
set clk_io_pct 0.2

create_clock -name clk0 -period $clk_period

set non_clock_inputs [all_inputs -no_clocks]
set_input_delay [expr $clk_period * $clk_io_pct] -clock clk0 $non_clock_inputs
set_output_delay [expr $clk_period * $clk_io_pct] -clock clk0 [all_outputs]
==> flow report <==
DRT
--------------------------------------------------------------------------------
Starting DRT DRC Count                                                        20
Average wire length per cell after detail routing                        10.7 µm
Number of remaining DRC errors                                                 0
Number of vias after detailed routing                                        455
Routed wire length                                                       1.41 mm
Antenna diodes                                                                 0
Vias per Instance                                                           3.45
1st-pass router iterations                                                     2
Antenna violation net count after detailed routing                             0

SYNTHESIS
--------------------------------------------------------------------------------
Post-synthesis sequential area ratio                                          0%
Ys cells                                                                      44
Yosys warns                                                                    1
Distinct cell type count after synthesis                                      19
Per-instance average area after synthesis                               7.71 µm²
Yosys Chip Area                                                          339 µm²
Cell Area, Synth                                                         339 µm²
Cell count after synthesis                                                    44

CRITICAL PATH
--------------------------------------------------------------------------------
Arrival time of the worst setup path                                     1.27 ns
Worst Setup Path Type                                                  in -> out
Worst Path Max Fanout                                                          4
CP startpoint kind                                                  primary input
Capturing element type of the critical path                           output pin
Data required time of the worst path                                     1.12 ns

LAYOUT
--------------------------------------------------------------------------------
Post-layout util                                                           24.4%
Fraction of layout instances using a drive strength above 1                61.6%
Tally of non-filler cells in the final layout                                132
Sequential cell area                                                       0 µm²
Number of clock buffer instances in the layout                                 0
Final sequential cell count                                                    0
Area Growth Syn to Fin                                                      146%

STATUS
--------------------------------------------------------------------------------
Failing checks                                                      setup timing
Result of the run                                                   finished with violations

POWER
--------------------------------------------------------------------------------
Total power divided by cell area                                      260 mW/mm²
Leakage                                                                 0.380 nW
Net switching power                                                    0.0854 mW
Part of the power in the clock network                                        0%
Final total power                                                       0.217 mW
Sequential cell fraction of total power                                       0%
P_int                                                                   0.131 mW
Logic pwr share                                                           100.0%
Net switching share of the total power                                     39.4%
Max VDD drop                                                           0.0586 mV

FLOORPLAN
--------------------------------------------------------------------------------
Width of the die                                                           80 µm
Die height                                                                 80 µm
I/O pins                                                                      22
Standard cell core area                                              0.00342 mm²
Die Size                                                             0.00640 mm²
Row count                                                                     21
Effective utilization at floorplan                                         9.93%

JOB
--------------------------------------------------------------------------------
Total number of warnings across the stage logs                                40
Max-cap violations                                                             0

STA
--------------------------------------------------------------------------------
Setup ws final                                                         -0.155 ns
Crit share post-route                                                       111%
Upper clock frequency limit                                              643 MHz
Transition time of the tightest slew-check pin                          0.138 ns
Worst slew margin relative to its limit                                    90.6%
Count of endpoints failing setup in the final report                           5
Crit path time final                                                     1.55 ns
Unrepaired setup endpoints after global routing                             true
Final Hold Violating Endpoints                                                 0
Final tally of max-slew violations                                             0
Worst Hold Margin                                                       0.959 ns

GRT
--------------------------------------------------------------------------------
Via count of the first global-routing pass                                   443
Number of antenna violations at the first check in global routing              0
First-pass GRT wire length                                               2.08 mm
Maximum number of pins on one net before global-route repair                   8
Remaining global-route overflow                                                0
Total routing resource utilization after global routing                    3.79%

PLACED DESIGN
--------------------------------------------------------------------------------
Place WS                                                                -1.03 ns
Estimated wirelength of the detail-placed design                          972 µm
Port Buffer Count                                                             22
Routability congestion estimate from global placement                      0.761
Inst Count DP                                                                121

WORST HOLD PATH
--------------------------------------------------------------------------------
Classification of the worst-slack hold path                            in -> out

==> area by class of cell <==
class	instances	area (µm²)
well taps	46	57.6
multi-input cells	37	377
repair buffers	44	363
inverters	5	36.3
fillers	360	2580
==> cell usage in the layout (no fill, tap or decap), drive strengths merged <==
| master | instances |
|---|---|
| a21boi | 1 |
| a21oi | 2 |
| a22o | 1 |
| a32o | 1 |
| buf | 33 |
| clkbuf | 2 |
| clkdlybuf4s50 | 5 |
| clkinv | 1 |
| dlygate4sd2 | 4 |
| ha | 7 |
| inv | 4 |
| mux2i | 5 |
| mux4 | 1 |
| nand2 | 1 |
| nand2b | 1 |
| nand3 | 4 |
| nor2 | 7 |
| nor2b | 1 |
| o21ai | 1 |
| o22ai | 1 |
| or3 | 2 |
| or3b | 1 |
==> worst max-delay path: stages <==
cell                       delay (ns)
sky130_fd_sc_hd__buf_12          0.10
sky130_fd_sc_hd__clkinv_8        0.06
sky130_fd_sc_hd__ha_4            0.25
sky130_fd_sc_hd__inv_2           0.03
sky130_fd_sc_hd__mux4_2          0.43
sky130_fd_sc_hd__buf_2           0.13
==> power by group through the flow <==
stage     sequential (mW)  combinational, mW  clock (mW)
4_1_cts                 0              0.192           0
5_1_grt                 0              0.237           0
6_report                0              0.217           0
==> final timing paths <==
check,start,endpoint,slack (ns),depth (start not counted)
min,sel[2],seg_no_2,0.96,3
max,num[0],seg_d,-0.15,6
==> layer usage <==
layer	routed length (µm)	vias up	GRT usage, %	share of wire (%)
met2	697	6	6.10	50
met3	47	0	0.568	3.3
met1	662	210	5.49	47
met4	0	0	0	0
met5	0	-	0	0
li1	-	239	-	-
==> synth_stat cells <==
| master | n | area [µm²] |
|---|---|---|
| sky130_fd_sc_hd__ha_1 | 7 | 87.6 |
| sky130_fd_sc_hd__nor2_1 | 7 | 26.3 |
| sky130_fd_sc_hd__inv_1 | 5 | 18.8 |
| sky130_fd_sc_hd__mux2i_1 | 5 | 50.1 |
| sky130_fd_sc_hd__nand3_1 | 4 | 20.0 |
| sky130_fd_sc_hd__a21oi_1 | 2 | 10.0 |
| sky130_fd_sc_hd__or3_1 | 2 | 12.5 |
| sky130_fd_sc_hd__a21boi_0 | 1 | 7.51 |
| sky130_fd_sc_hd__a22o_2 | 1 | 10.0 |
| sky130_fd_sc_hd__a32o_1 | 1 | 10.0 |
| sky130_fd_sc_hd__buf_2 | 1 | 5.00 |
| sky130_fd_sc_hd__buf_6 | 1 | 11.3 |
| sky130_fd_sc_hd__mux4_1 | 1 | 26.3 |
| sky130_fd_sc_hd__nand2_1 | 1 | 3.75 |
| sky130_fd_sc_hd__nand2b_1 | 1 | 6.26 |
| sky130_fd_sc_hd__nor2b_4 | 1 | 13.8 |
| sky130_fd_sc_hd__o21ai_0 | 1 | 5.00 |
| sky130_fd_sc_hd__o22ai_1 | 1 | 6.26 |
| sky130_fd_sc_hd__or3b_1 | 1 | 8.76 |
==> timing repair <==
action,CTS,global route
buffers inserted,3,7
cloned,1,0
resized,76,14
setup endpoints to repair,15,13
pin swaps,4,7
hold buffers,0,0
==> cells by family (layout without fill, tap and decap cells) <==
group / count (synthesis) / after routing / synth area share [%]
compound gates: 7 / 7 / 14.4
fa+ha+maj: 7 / 7 / 25.8
buf+inv: 7 / 49 / 10.3
mux: 6 / 6 / 22.5
simple gates: 17 / 17 / 26.9
==> through the flow <==
| stage | cell area [µm²] | TNS, ns |
|---|---|---|
| 6_report | 833 | -0.407 |
| 5_1_grt | 833 | -0.720 |
| 4_1_cts | 762 | -0.454 |
| 3_5_place_dp | 683 | -9.42 |
| 3_3_place_gp | 683 | -9.18 |
| 2_1_floorplan | 339 | 0 |
Power and IR drop assume default switching activity.
