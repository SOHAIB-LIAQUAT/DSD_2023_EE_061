[design.v]
`timescale 1ns / 10 ps
module lab5_seven_seg_structural(
    input  logic [3:0] num,
    input  logic [2:0] sel,
    output logic seg_a,
    output logic seg_b,
    output logic seg_c,
    output logic seg_d,
    output logic seg_e,   
    output logic seg_f,
    output logic seg_g,
    output logic seg_no_0,
    output logic seg_no_1,
    output logic seg_no_2,
    output logic seg_no_3,
    output logic seg_no_4,
    output logic seg_no_5,
    output logic seg_no_6,
    output logic seg_no_7
    );
    logic a1;
    logic a2;
    logic a3;
    logic a4;
    logic a5;
    logic a6;
    assign a1 = num[3] | (~num[1]);
    assign a2 = (~num[2]) | (~num[1]);
    assign a3 = (~num[3]) | (num[0]);
    assign a4 = (~num[3]) | num[2] | num[1];
    assign a5 = num[2] | num[1] | num[0];
    assign a6 = num[3] | (~num[2]) | (~num[0]);
    assign seg_a = a1 & a2 & a3 & a4 & a5 & a6;
    logic b1;
    logic b2;
    logic b3;
    logic b4;
    logic b5;
    assign b1 = num[3] | num[2];
    assign b2 = num[3] | num[1] | num[0];
    assign b3 = num[3] | (~num[1]) | (~num[0]);
    assign b4 = (~num[3]) | num[2] | num[0];
    assign b5 = (~num[3]) | num[1] | (~num[0]);
    assign seg_b = b1 & b2 & b3 & b4 & b5;
    logic c1;
    logic c2;
    logic c3;
    logic c4;
    logic c5;
    assign c1 = num[3] | num[1];
    assign c2 = num[3] | (~num[0]);
    assign c3 = (~num[3]) | num[2];
    assign c4 = num[3] | (~num[2]);
    assign c5 = num[1] | (~num[0]);
    assign seg_c = c1 & c2 & c3 & c4 & c5;
    logic d1;
    logic d2;
    logic d3;
    logic d4;
    assign d1 = (~num[3]) & num[2] & (~num[1]) & (~num[0]);
    assign d2 = (~num[3]) & (~num[2]) & (~num[1]) & (num[0]);
    assign d3 = num[3] & (~num[2]) & num[1] & (~num[0]);
    assign d4 = num[2] & num[1] & num[0];
    assign seg_d = d1 | d2 | d3 | d4;
    logic e1;
    logic e2;
    logic e3;
    assign e1 = (~num[3]) & num[0];
    assign e2 = (~num[3]) & num[2] & (~num[1]);
    assign e3 = (~num[2]) & (~num[1]) & num[0];
    assign seg_e = e1 | e2 | e3;
    logic f1;
    logic f2;
    logic f3;
    logic f4;
    logic f5;
    assign f1 = num[1] | num[0];
    assign f2 = (~num[3]) | num[2];
    assign f3 = (~num[3]) | (~num[1]);
    assign f4 = (~num[2]) | (~num[1]) | num[0];
    assign f5 = num[3] | (~num[2]) | num[1];
    assign seg_f = f1 & f2 & f3 & f4 & f5;
    logic g1;
    logic g2;
    logic g3;
    logic g4;
    logic g5;
    assign g1 = (~num[1]) | num[0];
    assign g2 = (~num[3]) | num[2];
    assign g3 = (~num[3]) | (~num[0]);
    assign g4 = num[3] | (~num[2]) | num[1];
    assign g5 = num[2] | (~num[1]) | (~num[0]);
    assign seg_g = g1 & g2 & g3 & g4 & g5;
    assign seg_no_0 = sel[2]    | sel[1]    | sel[0];
    assign seg_no_1 = sel[2]    | sel[1]    | (~sel[0]);
    assign seg_no_2 = sel[2]    | (~sel[1]) | sel[0];
    assign seg_no_3 = sel[2]    | (~sel[1]) | (~sel[0]);
    assign seg_no_4 = (~sel[2]) | sel[1]    | sel[0];
    assign seg_no_5 = (~sel[2]) | sel[1]    | (~sel[0]);
    assign seg_no_6 = (~sel[2]) | (~sel[1]) | sel[0];
    assign seg_no_7 = (~sel[2]) | (~sel[1]) | (~sel[0]);
endmodule
[run.sh]
#!/bin/bash
# OpenROAD 26Q1-2900-gdf79404cd8, Yosys 0.63+post, stock flow scripts
make -C /OpenROAD-flow-scripts/flow DESIGN_CONFIG=/design/flow/config.mk WORK_HOME=/design/flow/orfs finish
[config.mk]
export PLATFORM = sky130hd
export DESIGN_NAME = lab5_seven_seg_structural
export DESIGN_NICKNAME = lab5_seven_seg_structural
export VERILOG_FILES = /design/flow/design.v
export SDC_FILE = /design/flow/constraint.sdc
export NUM_CORES = 4
export LEC_CHECK = 1
export CORE_AREA = 10 10 70 70
export DIE_AREA = 0 0 80 80
[constraint.sdc]
current_design lab5_seven_seg_structural

set clk_period 1.4
set clk_io_pct 0.2

create_clock -name clk0 -period $clk_period

set non_clock_inputs [all_inputs -no_clocks]
set_input_delay [expr $clk_period * $clk_io_pct] -clock clk0 $non_clock_inputs
set_output_delay [expr $clk_period * $clk_io_pct] -clock clk0 [all_outputs]
==> impl_metrics.json <==
{
  "status": "finished clean",
  "seq_area_um2": 0,
  "drive_gt1_share_pct": 46.38,
  "crit_family": "buffers and inverters",
  "ys_types": 24,
  "p_sw_mw": 0.06284,
  "wl_um": 1168,
  "hold_path.class": "in -> out",
  "yosys_cells": 41,
  "dp_slack_ns": -0.7410,
  "gr-total-overflow": 0,
  "seq_cells": 0,
  "fp-row-count": 21,
  "postCtsHoldBufs": 0,
  "vias_per_cell": 3.696,
  "max-slew-margin-rel_pct": 85.87,
  "finalNonFillerCells": 115,
  "startpoint_type": "input port",
  "clockPowerShare_pct": 0,
  "dpl_cell_area_um2": 574.3,
  "syn_area_um2": 257.7,
  "cp_num_buf_inv": 3,
  "grt_usage_pct": 3.235,
  "wire_per_inst_um": 10.16,
  "peakVddDrop_v": 0.0001018,
  "ioPinCount": 22,
  "synth_area_per_cell_um2": 6.287,
  "fin_setup_tns_ns": 0,
  "nClkBuffers": 0,
  "grt_pass1_vias": 400,
  "pwr-share-comb_pct": 100.0,
  "crit_type": "in -> out",
  "tightestPinTransition_ns": 0.2118,
  "netlist_instances": 41,
  "first_iter_violations": 4,
  "yosysWarnings": 0,
  "firstDrtPassIters": 4,
  "crit_path_end_kind": "output port",
  "fp.coreArea_um2": 3416,
  "fmax_mhz": 737.0,
  "swShare_pct": 40.32,
  "n_antenna_cell": 0,
  "finalCritPeriodShare_pct": 96.92,
  "sequentialPowerShare_pct": 0,
  "routabilityCongestion": 0.7455,
  "die_y_um": 80,
  "layout_setup_ws_ns": 0.04309,
  "fillers": 398,
  "layout_top_cells": "buf_4 (7), buf_6 (7), buf_2 (5), dlygate4sd2_1 (5)",
  "drv_cap": 0,
  "setup_viol": 0,
  "slew_violations": 0,
  "initCoreUtil_pct": 7.546,
  "power_density_nw_per_um2": 259.0,
  "tool_warnings": 32,
  "slowest_delay_ns": 0.25,
  "required_ns": 1.12,
  "busiest_layer": "met2",
  "grt_max_degree": 10,
  "ys_area_um2": 257.7,
  "dp_hpwl_um": 908.3,
  "fin_crit_ns": 1.357,
  "stdcell_area_um2": 601.8,
  "drc": 0,
  "crit_slowest_cell": "nor3b_4",
  "hold_violations": 0,
  "port_buffers": 22,
  "cp_cell_sequence": "buf_6 -> nor3b_4 -> buf_4 -> a21o_1 -> dlygate4sd2_1",
  "comb_area_um2": 255.2,
  "worstPathArrival_ns": 1.08,
  "vias": 425,
  "postRouteAntennaNets": 0,
  "p_leak_nw": 0.2622,
  "use_met3_pct": 1.932,
  "grt_pass1_wl_um": 1787,
  "use_met2_pct": 4.896,
  "power.internal_mw": 0.09303,
  "worstPathMaxFanout": 9,
  "met1_usage_pct": 4.095,
  "yosys.stat.seqShare_pct": 0,
  "dp.cells": 114,
  "antenna_found_initial": 0,
  "die_width_um": 80,
  "chip_area_um2": 6400,
  "syn_to_final_growth_pct": 133.5
}
## metrics by stage
stage | total power, mW | hold WS, ns | util, %
finish | 0.1559 | 0.8305 | 17.62
global route | 0.1728 | 0.8615 | 17.62
CTS | 0.1514 | 0.8625 | 17.07
detailed placement | 0.1525 | 1.561 | 16.81
global placement | 0.1526 | 1.572 | 16.81
floorplan | 0.05357 | 0.5751 | -
## layer usage
| metal | wire length, um | up-vias |
|---|---|---|
| met5 | 0 | - |
| met4 | 0 | 0 |
| met3 | 190 | 0 |
| met2 | 471 | 17 |
| met1 | 506 | 201 |
| li1 | - | 207 |
## cell families (layout without fill, tap and decap cells)
family / after synthesis / after routing / synth area share (%)
XOR/XNOR: 1 / 1 / 3.399
buffers and inverters: 7 / 35 / 15.53
AND/OR/NAND/NOR: 21 / 21 / 49.03
adder cells (fa/ha/maj): 1 / 1 / 4.369
AND-OR/OR-AND: 11 / 11 / 27.67
## cell type report
type                            instances  share of cell area [%]
Timing Repair Buffer                   32                   46.15
Multi-Input combinational cell         34                   42.41
Tap cell                               46                   9.563
Inverter                                3                   1.871
## worst paths after layout
path               start  endpoint  slack (ns)  depth (start not counted)
setup / recovery  num[1]     seg_e        0.04                          5
hold / removal    sel[0]  seg_no_1        0.83                          3
## power groups by stage
stage | Sequential (mW) | Combinational (mW) | Clock, mW
after CTS | 0 | 0.151 | 0
final | 0 | 0.156 | 0
after global routing | 0 | 0.173 | 0
## Yosys cell counts
cell       number  share of area [%]
o2bb2ai_1       1                3.4
or3_1           1                2.4
buf_2           2                3.9
a21o_1          1                2.9
and2_1          1                2.4
nand2_1         3                4.4
o21ai_0         3                5.8
buf_6           1                4.4
a21oi_1         3                5.8
maj3_2          1                4.4
or3b_2          2                6.8
nand3b_1        3                8.7
xnor2_1         1                3.4
nor2b_1         1                2.4
inv_2           1                1.5
a211oi_1        1                2.9
buf_4           1                2.9
a22o_1          1                3.4
nand4_1         2                4.9
nor3b_2         1                4.9
a32oi_1         1                3.4
nand3_1         4                7.8
nor2_1          3                4.4
inv_1           2                2.9
## repair_timing
item                       CTS  global route
setup endpoints to repair   15             5
cloned                       0             0
resized                     65             7
setup buffers                0             1
pin swaps                    4             3
Power figures rest on the tool's default switching activity, not on a simulated workload.
