## flow/run.sh

```bash
#!/bin/bash
# OpenROAD 26Q1-2900-gdf79404cd8, Yosys 0.63+post, stock flow scripts
make -C /OpenROAD-flow-scripts/flow DESIGN_CONFIG=/design/flow/config.mk WORK_HOME=/design/flow/orfs finish
```

## flow/constraint.sdc

```tcl
current_design lab7_seven_segment

set clk_period 6.3
set clk_io_pct 0.2

create_clock -name clk0 -period $clk_period [get_ports {clock}]

set non_clock_inputs [all_inputs -no_clocks]
set_input_delay [expr $clk_period * $clk_io_pct] -clock clk0 $non_clock_inputs
set_output_delay [expr $clk_period * $clk_io_pct] -clock clk0 [all_outputs]
```

## flow/config.mk

```make
export PLATFORM = sky130hd
export DESIGN_NAME = lab7_seven_segment
export DESIGN_NICKNAME = lab7_seven_segment
export VERILOG_FILES = /design/flow/design.v
export SDC_FILE = /design/flow/constraint.sdc
export NUM_CORES = 4
export LEC_CHECK = 1
export CORE_UTILIZATION = 50
```

## flow/design.v

```verilog
`timescale 1 ns / 100 ps
module lab7_seven_segment(
    input  logic [3:0] num,
    input  logic [2:0] sel,
    input  logic write,
    input  logic clock,
    input  logic reset,
    output logic [6:0] common_cathodes,
    output logic [7:0] common_anodes
    );
    logic [15:0] freq_red_count = 0;  
    logic clock_out = 1'b0;
    always_ff @(posedge clock) begin
        if (freq_red_count == 16'd62499) begin
            freq_red_count <= #1 0;
            clock_out <= #1 ~clock_out;  
        end 
        else begin
            freq_red_count <= #1 freq_red_count + 1;
        end
    end
    logic [2:0] count_display_select;
    always_ff @(posedge clock_out or posedge reset) begin
        if (reset) begin
            count_display_select <= #1 0;
        end
        else begin
            count_display_select <= #1 count_display_select + 1;
        end
    end
    logic [2:0] display_selector;  
    always_comb begin
        if (write) begin 
            display_selector = sel;
        end
        else begin
            display_selector = count_display_select;
        end
    end
    logic [3:0] register_file_seven_seg [7:0];
    always_ff @(posedge clock or posedge reset) begin
        if (reset) begin
            for (int i = 0; i < 8; i++) begin
                 register_file_seven_seg[i] <= #1 4'b0000;
            end
        end
        else if (write) begin
            register_file_seven_seg[sel] <= #1 num;
        end
    end
    always_comb begin
    case (register_file_seven_seg[display_selector])
        4'b0000: common_cathodes = 7'b0000001;  
        4'b0001: common_cathodes = 7'b1001111;  
        4'b0010: common_cathodes = 7'b0010010;  
        4'b0011: common_cathodes = 7'b0000110;  
        4'b0100: common_cathodes = 7'b1001100;  
        4'b0101: common_cathodes = 7'b0100100;  
        4'b0110: common_cathodes = 7'b0100000;  
        4'b0111: common_cathodes = 7'b0001111;  
        4'b1000: common_cathodes = 7'b0000000;  
        4'b1001: common_cathodes = 7'b0000100;  
        4'b1010: common_cathodes = 7'b0001000;  
        4'b1011: common_cathodes = 7'b1100000;  
        4'b1100: common_cathodes = 7'b0110001;  
        4'b1101: common_cathodes = 7'b1000010;  
        4'b1110: common_cathodes = 7'b0110000;  
        4'b1111: common_cathodes = 7'b0111000;  
    endcase
    end
    always_comb begin
        case (display_selector)
            3'b000: common_anodes = 8'b11111110;  
            3'b001: common_anodes = 8'b11111101;  
            3'b010: common_anodes = 8'b11111011;  
            3'b011: common_anodes = 8'b11110111;  
            3'b100: common_anodes = 8'b11101111;  
            3'b101: common_anodes = 8'b11011111;  
            3'b110: common_anodes = 8'b10111111;  
            3'b111: common_anodes = 8'b01111111;  
        endcase
    end
endmodule
```

==> flow_summary_export.csv <==
group,metric,value,unit
worst_setup_path,path_max_fanout,11,
worst_setup_path,arrival,4.63,ns
synth,yosysCellCount,253,
worst_setup_path,rrSetupSlack,4.62,ns
final_timing,clock.fmax,170,MHz
synth,postSynthSeqShare,0.446,
die,initCoreUtil,0.529,
final_timing,finalHoldViolations,0,
synth,synthAoiAreaFrac,0.0819,
cts,insertion_delay,0.30,ns
detailed_routing,via_count,1935,
worst_setup_path,r2r_start,"freq_red_count[11]",
synth,synthFlopType,"dfrtp_1",
final_timing,worst_pin_slew,0.807,ns
cts,htree_num_levels,2,
cts,path_clk_slew,0.09,ns
detailed_routing,highest_layer,"met4",
job,warning_count,30,
pwr,power,0.821,mW
grt,grt_overflow_total,0,
finish,n_fill_cell,455,
final_timing,unclocked_pins,3,
grt,grt_pass1_vias,1908,
cts,clockRootBuffer,"clkbuf_8",
synth,ys_async_sr_fraction,0.673,
synth,synth.distinct_cells,46,
synth,yosysWarningCount,2,
worst_setup_path,cp-end-kind,"primary output",
final_timing,period_used_share,0.935,
synth,synth.avg_cell_area,10.9,µm²
placement,gp_congestion,0.915,
hold_path,hp-class,"flip-flop to flip-flop",
synth,fa_ha_area_frac,0.0364,
detailed_routing,wl_met1,2830,µm
die,dieHeight,76.2,µm
pwr,p_per_area,258,nW/µm²
cts,clk_path_buf_depth,2,
worst_setup_path,crit_required,5.04,ns
placement,port_buffers,24,
worst_setup_path,cp_cell_sequence,"clkdlybuf4s50_1 > mux2_2 > buf_4 > mux2i_1 > a211oi_1 > o32a_1 > inv_1 > ha_1 > inv_1 > nor2_1 > mux2_2 > a31o_1 > clkdlybuf4s50_1",
finish,drive_gt1_frac,0.211,
synth,netlist_area,2750,µm²
worst_setup_path,r2r-end,"freq_red_count[2]",
cts,postCtsSetupRepairBufs,0,
synth,largest_area_cell,"dfrtp_1",
final_timing,drv_slew,0,
synth,top_area_frac,0.318,
cts,cts.repair.resized,0,
detailed_routing,viasPerCell,5.45,
synth,xor_area_frac,0.0477,
cts,cts_tree,"built",
worst_setup_path,cp_slowest_stage_delay,0.66,ns
synth,ys_sh_simple,0.151,
die,chipArea,5800,µm²
final_timing,slew_headroom,0.461,
final_timing,fin_worst_skew,0.0114,ns
grt,grt_use_total,0.216,
finish,seqCellArea,1230,µm²
synth,logic_family,"multiplexers",
detailed_routing,wl_per_cell,15.8,µm
final_timing,finalCriticalPeriod,5.89,ns
die,die_w,76.2,µm
detailed_routing,num_antenna_cells,0,
status,status,"finished, final reports clean",
detailed_routing,first_iter_violations,51,
job,maxCapViolations,0,
placement,dpl.hpwl,4110,µm
die,core_area,5200,µm²
cts,ctsHoldBuffers,0,
worst_setup_path,critical-path-slowest-cell,"clkdlybuf4s50_1",
cts,numCtsBuffers,5,
detailed_routing,wl_met2,2490,µm
final_timing,rsz0062_at_grt,"no",
detailed_routing,drtPass1Iterations,4,
worst_setup_path,reg2reg_depth,4,
worst_setup_path,crit_type,"primary input to primary output",
pwr,ir_worst_vdd,0.000143,V
final_timing,untimed_endpoints,3,
pwr,p_leak,1.32,nW
worst_setup_path,timing.critical_path.from,"write",
grt,grt_pass1_wl,9580,µm
synth,ys_ff,52,
finish,area_growth,15.6,%
synth,synthTopCellsByArea,"dfrtp_1 (32%), mux2_2 (16%), dfxtp_1 (12%)",
detailed_routing,finalWirelength,5610,µm
synth,muxShareOfSynthArea,0.197,
synth,synth_chip_area,2750,µm²
detailed_routing,drc,0,
die,row_count,26,
final_timing,setup_viol,0,
worst_setup_path,crit_path_start_kind,"primary input",
detailed_routing,antenna_left,0,
detailed_routing,wl_met3,185,µm
final_timing,setup_tns,0,ns
synth,synth_cells,253,
grt,antenna_found_initial,0,
grt,grt_max_degree,36,
finish,mi_logic_area,1420,µm²
worst_setup_path,endpoint,"common_cathodes[2]",
synth,edf_count,1,
die,ios,25,
[worst max-delay path, delay by kind of cell]
family,cells,cell delay [ns]
AOI/OAI and AO/OA,3,0.83
adders and majority gates,1,0.20
buffers and inverters,5,1.45
muxes,3,0.81
and+or+nand+nor,1,0.06
[logic make-up after synthesis]
family,count (synthesis)
buf+inv,18
compound gates,30
mux,48
fa+ha+maj,8
xor+xnor,15
simple gates,82
flops,52
[per-stage QoR]
step	hold slack, ns	cell area, µm²	instances	setup WS, ns	utilization
final	0.474	3180	355	0.411	0.611
after global routing	0.502	3180	355	0.215	0.611
after CTS	0.479	3180	355	0.417	0.611
after detailed placement	0.457	3070	347	0.433	0.591
after global placement	0.447	3070	347	0.475	0.591
after floorplan	0.430	2750	253	1.44	-
[report_power, final]
group | leakage, nW | switching (mW) | internal [mW]
Sequential | 0.567 | 0.0250 | 0.359
Clock | 0.0536 | 0.104 | 0.103
Combinational | 0.702 | 0.0939 | 0.137
Total | 1.32 | 0.222 | 0.599
[synthesized netlist by cell type (2+ instances only)]
master,number
mux2_2,38
dfrtp_1,35
nand2_1,26
nor2_1,17
dfxtp_1,16
xnor2_1,10
nand3_1,9
a21oi_1,8
ha_1,8
inv_1,8
mux2i_1,8
xor2_1,5
buf_2,4
buf_6,4
nand4_1,4
nor3_1,4
o21ai_0,4
and3_1,3
nand4b_1,3
nor2b_1,3
o211ai_1,3
a221o_1,2
a31o_1,2
buf_4,2
nand2b_1,2
nor3b_1,2
o22ai_1,2
o32a_1,2
or3_1,2
[sequential cells by signal, summed over array words and instances (netlist names)]
| signal | cells |
|---|---|
| clock_out | 1 |
| count_display_select | 3 |
| freq_red_count | 16 |
| register_file_seven_seg | 32 |
[final cells by class]
type,count,area share
clock buffer,7,0.0307
multi-input combinational,183,0.445
sequential,52,0.386
clock inverter,1,0.00275
timing repair buffer,34,0.0991
tap,70,0.0275
inverter,8,0.00944
[layer usage]
layer,track usage,up-vias
met3,0.0268,10
met1,0.357,919
met4,0.0327,0
met5,0,-
met2,0.327,37
li1,-,969
[worst min path at each step]
stage,to,cells past startpoint,startpoint
6_report,freq_red_count[0],1,freq_red_count[0]
5_1_grt,freq_red_count[0],1,freq_red_count[0]
4_1_cts,freq_red_count[0],1,freq_red_count[0]
[layout by cell type, fill, tap and decap left out, drive strengths merged, types with 2 or more instances in the layout]
cell type	Yosys	final
nor3	4	4
mux2i	8	8
nor2b	3	3
o211ai	3	3
a22oi	2	2
o32ai	2	2
nand2b	2	2
buf	10	10
nor2	17	17
inv	8	8
o32a	2	2
or3	2	2
a21oi	8	8
clkdlybuf4s50	0	24
nand2	26	26
clkbuf	0	7
xor2	5	5
ha	8	8
dfxtp	16	16
o22ai	3	3
nand3	9	9
nor3b	2	2
nand4b	3	3
mux2	39	39
dfrtp	35	35
a31o	2	2
a221o	2	2
and3	3	3
nand4	4	4
xnor2	10	10
o21ai	4	4
Power figures rest on the tool's default switching activity, not on a simulated workload.
